--- ./run.sh ---
#!/bin/bash
# OpenROAD 26Q1-2900-gdf79404cd8, Yosys 0.63+post, stock flow scripts
make -C /OpenROAD-flow-scripts/flow DESIGN_CONFIG=/design/flow/config.mk WORK_HOME=/design/flow/orfs finish
--- ./config.mk ---
export PLATFORM = sky130hd
export DESIGN_NAME = LZ77_Decoder
export DESIGN_NICKNAME = LZ77_Decoder
export VERILOG_FILES = /design/flow/design.v
export SDC_FILE = /design/flow/constraint.sdc
export NUM_CORES = 4
export LEC_CHECK = 1
export CORE_UTILIZATION = 40
--- ./constraint.sdc ---
current_design LZ77_Decoder

set clk_period 2.8
set clk_io_pct 0.2

create_clock -name clk0 -period $clk_period [get_ports {clk}]

set non_clock_inputs [all_inputs -no_clocks]
set_input_delay [expr $clk_period * $clk_io_pct] -clock clk0 $non_clock_inputs
set_output_delay [expr $clk_period * $clk_io_pct] -clock clk0 [all_outputs]
--- ./design.v ---
module LZ77_Decoder(clk,reset,ready,code_pos,code_len,chardata,encode,finish,char_nxt);
input 				clk;
input 				reset;
input				ready;
input 		[4:0] 	code_pos;
input 		[4:0] 	code_len;
input 		[7:0] 	chardata;
output  			reg encode;
output  			reg finish;
output 	  reg [7:0] 	char_nxt;
reg			[4:0]	output_counter;	
reg			[3:0]	search_buffer[29:0];
integer i ;
always @(posedge clk or posedge reset)
begin
	if(reset)
	begin
		finish <= 0;
		output_counter <= 0;
		encode <= 0;
		char_nxt <= 0;
		for(i = 0; i < 30; i = i + 1) begin
		      search_buffer[i] <= 0;
		end
	end
	else if(ready)
	begin
		  char_nxt <= (output_counter == code_len) ? chardata : search_buffer[code_pos];
		  for(i = 0; i < 29; i = i + 1) begin
		      search_buffer[i + 1] <= search_buffer[i];
		  end
		  search_buffer[0] <= (output_counter == code_len) ? chardata : search_buffer[code_pos];
		  output_counter <= (output_counter == code_len) ? 0 : output_counter+1;
		  finish <= (char_nxt==8'h24) ? 1 : 0;
	end
end
endmodule
==> impl_results.html <==
<h3>Flow metrics</h3>
<table>
<tr><th>Metric</th><th>Value</th></tr>
<tr><th colspan="2">Power</th></tr>
<tr><td>Worst vdd rail ir drop</td><td>0.452 mV</td></tr>
<tr><td>Internal power consumption</td><td>between 4 and 5 mW</td></tr>
<tr><td>Switching share of total power</td><td>28.7%</td></tr>
<tr><td>Switching power summed over all nets</td><td>1.92 mW</td></tr>
<tr><td>Clock group share of total power</td><td>33.8%</td></tr>
<tr><td>Share of power burned in combinational logic</td><td>19.1%</td></tr>
<tr><td>Power density over the cells</td><td>886 nW/µm²</td></tr>
<tr><td>Sequential share of power</td><td>47.2%</td></tr>
<tr><td>Static leakage</td><td>3.25 nW</td></tr>
<tr><th colspan="2">Final timing</th></tr>
<tr><td>Min cycle time layout</td><td>roughly 2.2 ns</td></tr>
<tr><td>Hold Fails Final Rpt</td><td>0</td></tr>
<tr><td>Post-layout period usage of the worst path</td><td>79.7%</td></tr>
<tr><td>Fin. max-slew vios</td><td>0</td></tr>
<tr><td>Worst slew pin tran</td><td>~0.71 ns</td></tr>
<tr><td>Relative slew slack</td><td>52.4%</td></tr>
<tr><td>Setup_tns</td><td>0 ns</td></tr>
<tr><td>Worst Skew</td><td>0.00984 ns</td></tr>
<tr><td>Endpoints failing setup</td><td>0</td></tr>
<tr><td>FMAX</td><td>0.448 GHz</td></tr>
<tr><td>Unrepaired setup endpoints after global routing</td><td>false</td></tr>
<tr><th colspan="2">Clocking</th></tr>
<tr><td>Root cell of the clock tree</td><td>sky130_fd_sc_hd__clkbuf_16</td></tr>
<tr><td>Clock latency of the later-clocked register in the worst-skew pair</td><td>roughly 0.42 ns</td></tr>
<tr><td>Clock Path Buffers</td><td>2</td></tr>
<tr><td>Number of H-tree branching levels</td><td>4</td></tr>
<tr><td>Setup repair bufs after CTS</td><td>0</td></tr>
<tr><td>Clock net sink count</td><td>130</td></tr>
<tr><td>TritonCTS clock tree</td><td>done</td></tr>
<tr><td>CTS Hold Bufs</td><td>0</td></tr>
<tr><td>Register clock-pin slew on the reported worst setup and hold paths</td><td>0.06 ns</td></tr>
<tr><td>Num CTS Buffers</td><td>17</td></tr>
<tr><td>Total of cells resized after clock tree synthesis</td><td>0</td></tr>
<tr><th colspan="2">Placed design</th></tr>
<tr><td>Area after detailed placement</td><td>6920 µm²</td></tr>
<tr><td>Port Buffer Count</td><td>29</td></tr>
<tr><td>Placer Congestion</td><td>0.926</td></tr>
<tr><td>Placed Cells incl. Taps</td><td>748</td></tr>
<tr><td>Post-DP HPWL</td><td>9510 µm</td></tr>
<tr><th colspan="2">Drt</th></tr>
<tr><td>Detail-routed via count per cell</td><td>approximately 5.5</td></tr>
<tr><td>Antenna Cells</td><td>0</td></tr>
<tr><td>Initial drt markers</td><td>277</td></tr>
<tr><td>Met1 wire length</td><td>between 6000 and 7000 µm</td></tr>
<tr><td>Tally of nets with antenna violations remaining after routing</td><td>0</td></tr>
<tr><td>Top sig layer</td><td>met4</td></tr>
<tr><td>Length of routed met2 wiring</td><td>6110 µm</td></tr>
<tr><td>Post-detailed-routing wire length</td><td>approximately 14000 µm</td></tr>
<tr><td>DR WL met3</td><td>952 µm</td></tr>
<tr><td>Total number of vias</td><td>roughly 4300</td></tr>
<tr><td>Routed wire per std cell</td><td>18.3 µm</td></tr>
<tr><td>Number of optimization iterations in the first detailed-route pass</td><td>5</td></tr>
<tr><td>DRC errors left</td><td>0</td></tr>
<tr><th colspan="2">Setup path</th></tr>
<tr><td>Type of the worst setup path</td><td>primary input to flop</td></tr>
<tr><td>Arrival time worst endpoint</td><td>2.52 ns</td></tr>
<tr><td>Crit path launch type</td><td>primary input</td></tr>
<tr><td>Critical R2R Launch</td><td>output_counter[2]$_DFFE_PP0P_</td></tr>
<tr><td>FF-to-FF path depth</td><td>7</td></tr>
<tr><td>Setup slack on the worst flop-to-flop path</td><td>1.04 ns</td></tr>
<tr><td>End point of the critical path</td><td>char_nxt[3]$_DFFE_PP0P_</td></tr>
<tr><td>Launching element of the worst setup path</td><td>code_pos[3]</td></tr>
<tr><td>Capturing point of the worst reg2reg path</td><td>char_nxt[0]$_DFFE_PP0P_</td></tr>
<tr><td>Maximum fanout encountered on the critical timing path</td><td>12</td></tr>
<tr><td>Required time of the worst setup path</td><td>3.08 ns</td></tr>
<tr><td>Critical path endpoint category</td><td>flop</td></tr>
<tr><th colspan="2">Final layout</th></tr>
<tr><td>Final instance count without filler cells</td><td>780</td></tr>
<tr><td>Ratio of cells with drive above 1 in the final layout</td><td>roughly a third</td></tr>
<tr><td>Most frequent cells in the layout</td><td>130 x sky130_fd_sc_hd__dfrtp_1, 120 x sky130_fd_sc_hd__mux2_2, 28 x sky130_fd_sc_hd__clkdlybuf4s50_1, 27 x sky130_fd_sc_hd__nand3_1, 21 x sky130_fd_sc_hd__buf_4</td></tr>
<tr><td>Area delta synth-&gt;final</td><td>19.5%</td></tr>
<tr><td>Final std cell area, no fill</td><td>7530 µm²</td></tr>
<tr><td>Highest-count logic cell in the final layout</td><td>sky130_fd_sc_hd__dfrtp_1</td></tr>
<tr><th colspan="2">Run status</th></tr>
<tr><td>Status</td><td>finished, final reports clean</td></tr>
<tr><th colspan="2">Floorplan</th></tr>
<tr><td>Rows</td><td>45</td></tr>
<tr><td>Die width</td><td>128 µm</td></tr>
<tr><td>Count of pins on the block boundary</td><td>31</td></tr>
<tr><td>Chip area</td><td>16300 µm²</td></tr>
<tr><td>Placeable Area</td><td>15300 µm²</td></tr>
<tr><td>Die Y</td><td>128 µm</td></tr>
<tr><td>Pre-Place Util</td><td>just over 40%</td></tr>
<tr><th colspan="2">Logic synthesis</th></tr>
<tr><td>Prevailing post-synth register cell</td><td>sky130_fd_sc_hd__dfrtp_1</td></tr>
<tr><td>Proportion of register bits with asynchronous set or reset after synthesis</td><td>100%</td></tr>
<tr><td>Number of enable flip-flop cells</td><td>0</td></tr>
<tr><td>Syn. warnings</td><td>2</td></tr>
<tr><td>Number of unique standard cell types used by synthesis</td><td>61</td></tr>
<tr><td>Syn Inst Count</td><td>520</td></tr>
<tr><td>Register area share after synthesis</td><td>slightly above 50%</td></tr>
<tr><td>Cell Area, Synth</td><td>6300 µm²</td></tr>
<tr><td>Summed standard-cell area reported by yosys</td><td>6300 µm²</td></tr>
<tr><td>Total cells reported by yosys after synthesis</td><td>approximately 520</td></tr>
<tr><td>Register bit count reported by yosys</td><td>130</td></tr>
<tr><td>Average cell area after synthesis</td><td>approximately 12 µm²</td></tr>
<tr><th colspan="2">Global route</th></tr>
<tr><td>Overall Global Routing Usage</td><td>between 15 and 20%</td></tr>
<tr><td>Pin count of the biggest net entering global routing</td><td>131</td></tr>
<tr><td>Number of antenna violations at the first check in global routing</td><td>0</td></tr>
<tr><td>Total congestion overflow</td><td>0</td></tr>
<tr><td>Via count of the first global-routing pass</td><td>approximately 4400</td></tr>
<tr><td>Global-route wire length before repair</td><td>23900 µm</td></tr>
<tr><th colspan="2">Worst hold path</th></tr>
<tr><td>WHS Path Cells</td><td>1</td></tr>
<tr><td>Worst hold path class</td><td>flop to flop</td></tr>
<tr><th colspan="2">Job</th></tr>
<tr><td>MaxCap Viol Count</td><td>0</td></tr>
<tr><td>Number of warnings in the stage logs</td><td>27</td></tr>
</table>
## routing by layer
layer / vias to the layer above / global-route usage, %
met5: - / 0
met1: 2123 / 31.3
li1: 2024 / -
met4: 0 / 4.06
met2: 141 / 27.8
met3: 27 / 5.46
## sequential cells by signal, summed over array words and instances (netlist names)
| register | cells |
|---|---|
| search_buffer | 116 |
| finish | 1 |
| char_nxt | 8 |
| output_counter | 5 |
## power groups by stage
stage	Combinational (mW)	Clock [mW]	Sequential, mW
after CTS	1.29	2.29	3.15
after global routing	1.41	2.38	3.26
final	1.27	2.25	3.15
## Yosys cell counts, types with 4 or more instances
cell type | number | area, µm²
sky130_fd_sc_hd__clkbuf_1 | 17 | 63.8
sky130_fd_sc_hd__a31oi_1 | 9 | 56.3
sky130_fd_sc_hd__nand2_1 | 17 | 63.8
sky130_fd_sc_hd__a21oi_1 | 14 | 70.1
sky130_fd_sc_hd__nand3_1 | 27 | 135
sky130_fd_sc_hd__nor2_1 | 13 | 48.8
sky130_fd_sc_hd__nand3b_1 | 6 | 45.0
sky130_fd_sc_hd__buf_4 | 6 | 45.0
sky130_fd_sc_hd__nor3b_1 | 4 | 30.0
sky130_fd_sc_hd__nor3_1 | 10 | 50.1
sky130_fd_sc_hd__a22o_1 | 5 | 43.8
sky130_fd_sc_hd__nand4_1 | 7 | 43.8
sky130_fd_sc_hd__a22oi_1 | 7 | 52.6
sky130_fd_sc_hd__o21ai_0 | 14 | 70.1
sky130_fd_sc_hd__a32oi_1 | 5 | 43.8
sky130_fd_sc_hd__o22ai_1 | 5 | 31.3
sky130_fd_sc_hd__dfrtp_1 | 130 | 3250
sky130_fd_sc_hd__inv_1 | 12 | 45.0
sky130_fd_sc_hd__mux2i_1 | 10 | 100
sky130_fd_sc_hd__mux2_2 | 120 | 1350
sky130_fd_sc_hd__nor2b_1 | 5 | 31.3
sky130_fd_sc_hd__and2_1 | 5 | 31.3
sky130_fd_sc_hd__buf_2 | 12 | 60.1
sky130_fd_sc_hd__and3_1 | 5 | 31.3
## area by class of cell
type / instances / area [µm²]
clock buffers: 17 / 425
flip-flops and latches: 130 / 3250
repair buffers: 55 / 558
clock inverters: 15 / 183
inverters: 12 / 48.8
fillers: 1351 / 7780
well taps: 211 / 264
multi-input cells: 340 / 2800
## stage by stage
stage,utilization [%],power (mW),setup WS (ns),hold WS (ns)
after floorplan,-,3.93,0.631,0.463
after global placement,45.2,4.41,0.142,0.492
after detailed placement,45.2,4.44,0.137,0.499
after CTS,49.2,6.73,0.575,0.512
after global routing,49.2,7.05,0.445,0.534
final,49.2,6.67,0.568,0.507
## worst max-delay path, stage by stage
cell,delay (ns)
sky130_fd_sc_hd__clkdlybuf4s50_1,0.75
sky130_fd_sc_hd__buf_4,0.27
sky130_fd_sc_hd__nor2_1,0.09
sky130_fd_sc_hd__a22o_1,0.24
sky130_fd_sc_hd__nand3b_1,0.11
sky130_fd_sc_hd__a32oi_1,0.06
sky130_fd_sc_hd__a2111oi_1,0.31
sky130_fd_sc_hd__a21oi_1,0.13
## cell families (layout without fill, tap and decap cells)
group,after synthesis,in the layout,synth area share [%]
AOI/OAI and AO/OA,80,80,9.01
xor gates and xnor gates,5,5,0.695
adders and majority gates,1,1,0.198
buffers and inverters,50,99,3.99
DFF,130,130,51.6
muxes,132,132,23.5
other,1,1,0.0595
and+or+nand+nor,121,121,11.0
## worst min path at each step
stage | from | slack (ns) | endpoint
after CTS | search_buffer[29][1]$_DFFE_PP0P_ | 0.51 | search_buffer[29][1]$_DFFE_PP0P_
final | search_buffer[26][3]$_DFFE_PP0P_ | 0.51 | search_buffer[27][3]$_DFFE_PP0P_
after global routing | search_buffer[26][3]$_DFFE_PP0P_ | 0.53 | search_buffer[27][3]$_DFFE_PP0P_
Power figures rest on the tool's default switching activity, not on a simulated workload.
